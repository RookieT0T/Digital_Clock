`flow/design.v`:
```
module Button(clk, rst, key_in, key_syn);
    input clk, rst, key_in;
    output reg key_syn;
    parameter CNT_MAX = 20'd999999;
    reg [19:0] cnt_20ms;
    always@(posedge clk or negedge rst)
        if(rst == 1'b0)
            cnt_20ms <= 20'b0;
        else if(key_in == 1'b1)
            cnt_20ms <= 20'b0;
        else if(cnt_20ms == CNT_MAX && key_in == 1'b0)
            cnt_20ms <= cnt_20ms;
        else
            cnt_20ms <= cnt_20ms + 1'b1;
    always@(posedge clk or negedge rst)
        if(rst == 1'b0)
            key_syn <= 1'b0;
        else if(cnt_20ms == CNT_MAX - 1'b1)
            key_syn <= 1'b1;
        else
            key_syn <= 1'b0;
endmodule
module CLA3(sum, cout, cin, a, b);
    input [2:0] a, b;
    input cin;
    output cout;
    output [2:0] sum;
    wire [2:0] p, g, carry;
    assign p = a ^ b;
    assign g = a & b;
    assign carry[0] = cin;
    assign carry[1] = g[0] | (p[0] & cin);
    assign carry[2] = g[1] | (g[0] & p[1]) | (p[1] & p[0] & cin);
    assign cout = g[2] | (g[1] & p[2]) | (g[0] & p[2] & p[1]) | (p[2] & p[1] & p[0] & cin);
    assign sum = p ^ carry;
endmodule
module CLA4(sum, cout, cin, a, b);
    input [3:0] a, b;
    input cin;
    output cout;
    output [3:0] sum;
    wire [3:0] p, g, carry;
    assign p = a ^ b;
    assign g = a & b;
    assign carry[0] = cin;
    assign carry[1] = g[0] | (p[0] & cin);
    assign carry[2] = g[1] | (g[0] & p[1]) | (p[1] & p[0] & cin);
    assign carry[3] = g[2] | (g[1] & p[2]) | (g[0] & p[2] & p[1]) | (p[2] & p[1] & p[0] & cin);
    assign cout = g[3] | (g[2] & p[3]) | (g[1] & p[3] & p[2]) | (g[0] & p[3] & p[2] & p[1]) | (p[3] & p[2] & p[1] & p[0] & cin);
    assign sum = p ^ carry;
endmodule
module Chip(clk, rst, sel, seg, ds, shcp, stcp, oe);
    input clk, rst;
    input [5:0] sel;
    input [7:0] seg;
    output reg shcp, stcp;
    output ds, oe;
    wire [13:0] data;
    reg [1:0] cnt;
    reg [3:0] cnt_bit;
    assign data = {seg, sel};
    always@(posedge clk) begin
        if(!rst) begin
            cnt <= 2'b00;
        end else if(cnt == 2'b11) begin
            cnt <= 2'b00;
        end else begin
            cnt <= cnt + 2'd1;
        end
    end
    always@(posedge clk) begin
        if(!rst) begin
            cnt_bit <= 4'h0;
        end else if(cnt_bit == 4'hd && cnt == 2'b11) begin
            cnt_bit <= 4'h0;
        end else if(cnt == 2'b11) begin    
            cnt_bit <= cnt_bit + 4'd1;
        end else begin
            cnt_bit <= cnt_bit;
        end
    end
    assign ds = data[cnt_bit];
    always@(posedge clk) begin
        if(!rst) begin
            shcp <= 1'b0;
        end else if(cnt == 2'b10) begin
            shcp <= 1'b1;
        end else if(cnt == 2'b00) begin
            shcp <= 1'b0;
        end else begin
            shcp <= shcp;
        end
     end
     always@(posedge clk) begin
        if(!rst) begin
            stcp <= 1'b0;
        end else if(cnt == 2'b00 && cnt_bit == 4'h0) begin
            stcp <= 1'b1;
        end else if(cnt == 2'b10 && cnt_bit == 4'h0) begin
            stcp <= 1'b0;
        end else begin
            stcp <= stcp;
        end
     end
     assign oe = 1'b0;
endmodule
module Clock(clk, rst, add, nextP, ds, shcp, stcp, oe, second, minute, hour);
    input clk, rst, add, nextP;
    output ds, shcp, stcp, oe, second, minute, hour;
    wire ms, mm, mh;
    wire out, cout590, cout591;
    wire [7:0] dis590_0, dis590_1, dis591_0, dis591_1, dis24_0, dis24_1;
    wire [5:0] finalSel;
    wire [7:0] finalSeg;
    FSM iFSM(.clk(clk), .rst(rst), .nextP(~nextP), .ms(ms), .mm(mm), .mh(mh));
    F1Hz iF1Hz(.clk(clk), .rst(rst), .out(out));
    Logic59 i590(.add(add), .second(out), .modify(ms), .cout(cout590), .display0(dis590_0), .display1(dis590_1), .clk(clk), .rst(rst));
    Logic59 i591(.add(add), .second(cout590), .modify(mm), .cout(cout591), .display0(dis591_0), .display1(dis591_1), .clk(clk), .rst(rst));
    Logic24 i24(.add(add), .minute(cout591), .modify(mh), .display0(dis24_0), .display1(dis24_1), .clk(clk), .rst(rst));
    Display idisplay(.clk(clk), .rst(rst), .seg2(dis24_1), .seg4(dis24_0), .seg51(dis591_1), .seg91(dis591_0), .seg50(dis590_1), .seg90(dis590_0), .finalSel(finalSel), .finalSeg(finalSeg));
    Chip ichip(.clk(clk), .rst(rst), .sel(finalSel), .seg(finalSeg), .ds(ds), .shcp(shcp), .stcp(stcp), .oe(oe));
    assign second = ~ms;
    assign minute = ~mm;
    assign hour = ~mh;
endmodule
module Clocks_top(clk, rst, mode, add, nextP0, nextP1, ds, shcp, stcp, oe, second, minute, hour, modeDis);
    input clk, rst, add, mode, nextP0, nextP1;
    output ds, shcp, stcp, oe, second, minute, hour, modeDis;
    wire syn_mode, syn_add, syn_nextP0, syn_nextP1;
    wire curr_mode;
    wire ds0, ds1;
    wire shcp0, shcp1;
    wire stcp0, stcp1;
    wire oe0, oe1;
    wire second0, second1;
    wire minute0, minute1;
    wire hour0, hour1;
    Button isyn0(.clk(clk), .rst(rst), .key_in(mode), .key_syn(syn_mode));
    Button isyn1(.clk(clk), .rst(rst), .key_in(add), .key_syn(syn_add));
    Button isyn2(.clk(clk), .rst(rst), .key_in(nextP0), .key_syn(syn_nextP0));
    Button isyn3(.clk(clk), .rst(rst), .key_in(nextP1), .key_syn(syn_nextP1));
    Mode imode(.clk(clk), .rst(rst), .curr(curr_mode), .change(syn_mode));
    Clock iclock0(.clk(clk), .rst(rst), .add(syn_add), .nextP(syn_nextP0), .ds(ds0), .shcp(shcp0), .stcp(stcp0), .oe(oe0), .second(second0), .minute(minute0), .hour(hour0));
    Clock iclock1(.clk(clk), .rst(rst), .add(syn_add), .nextP(syn_nextP1), .ds(ds1), .shcp(shcp1), .stcp(stcp1), .oe(oe1), .second(second1), .minute(minute1), .hour(hour1));
    assign ds = curr_mode ? ds1 : ds0;
    assign shcp = curr_mode ? shcp1 : shcp0;
    assign stcp = curr_mode ? stcp1 : stcp0;
    assign oe = curr_mode ? oe1 : oe0;
    assign second = curr_mode ? second1 : second0;
    assign minute = curr_mode ? minute1 : minute0;
    assign hour = curr_mode ? hour1 : hour0;
    assign modeDis = curr_mode;
endmodule
module D_FF(clk, rst, d, q);
    input clk;
    input rst;
    input d;
    output reg q;
    always @(posedge clk or negedge rst) begin
        if(!rst)
            q <= 1'b0;
        else
            q <= d;
    end
endmodule
module Display(clk, rst, seg2, seg4, seg51, seg91, seg50, seg90, finalSel, finalSeg);
    input clk;
    input rst;
    input [7:0] seg2, seg4, seg51, seg91, seg50, seg90;
    output [5:0] finalSel;
    output reg [7:0] finalSeg;
    reg [15:0] count;
    reg [2:0] sel;
    reg [5:0] isel;
    always@(posedge clk) begin
       if(!rst) begin
            count <= 16'h0000;
       end else if(count == 16'd49999) begin
            count <= 16'h0000;
       end else
            count <= count + 16'd1;
     end
     always@(posedge clk) begin
        if(!rst) begin
            sel <= 3'b000;
        end else if(sel == 3'b101 && count == 16'd49999) begin
            sel <= 3'b000;
        end else if(count == 16'd49999) begin
            sel <= sel + 3'd1;
        end else begin
            sel <= sel;
        end
      end
      always@(sel) begin
        case(sel)
            3'b000: isel = 6'b000001;
            3'b001: isel = 6'b000010;
            3'b010: isel = 6'b000100;
            3'b011: isel = 6'b001000;
            3'b100: isel = 6'b010000;
            3'b101: isel = 6'b100000;
            default: isel = 6'b000000;
        endcase
      end
      assign finalSel = isel;
      always@(isel) begin
        case(isel)
            6'b000001: finalSeg = seg90;
            6'b000010: finalSeg = seg50;
            6'b000100: finalSeg = seg91;
            6'b001000: finalSeg = seg51;
            6'b010000: finalSeg = seg4;
            6'b100000: finalSeg = seg2;
            default: finalSeg = 8'hff;
         endcase  
      end
endmodule
module F1Hz(clk, rst, out);
    input clk, rst;
    output reg out;
    parameter target = 26'd5000_0000;
    reg [25:0] counter;
    always@(posedge clk) begin
        if(!rst) begin
            counter <= 26'd0;
            out <= 1'b0;
        end 
        else begin
            if(counter == target) begin
                out <= 1'b1;
                counter <= 26'd0;
            end
            else begin
                out <= 1'b0;
                counter <= counter + 26'd1;
            end
        end
     end
endmodule
module FSM(clk, rst, nextP, ms, mm, mh);
    input clk, rst, nextP;
    output ms, mm, mh;
    wire d0, q0, d1, q1;
    assign d0 = (~q1 & ~nextP) | (q0 & nextP);
    assign d1 = (q1 & nextP) | (q0 & ~nextP);
    D_FF idff0(.clk(clk), .rst(rst), .d(d0), .q(q0));
    D_FF idff1(.clk(clk), .rst(rst), .d(d1), .q(q1));
    assign ms = ~q1 & q0;
    assign mm = q1 & q0;
    assign mh = q1 & ~q0;
endmodule   
module Logic24(add, minute, modify, display0, display1, clk, rst);
    input add, minute, modify;
    input clk, rst;
    output reg [7:0] display0, display1;
    wire [3:0] sum4, d4, q4;
    wire cout4, cin4, condit;
    wire [1:0] sum2, d2, q2;
    assign cin4 = (modify & add) | (minute & ~modify);
    assign condit = (q2 != 2'b10 & sum4 == 4'ha) | (q2 == 2'b10 & sum4 == 4'h5);
    assign cout4 = condit ? 1'b1 : 1'b0;  
    assign d4 = cout4 ? 4'h0 : sum4;
    CLA4 icla4(.sum(sum4), .cout(), .cin(cin4), .a(q4), .b(4'h0));
    Reg4 ireg4(.clk(clk), .rst(rst), .d(d4), .q(q4));
    assign d2 = (sum2 == 2'b11) ? 2'b00 : sum2;
    RCA2 irca2(.sum(sum2), .cout(), .cin(cout4), .a(q2), .b(2'b00));
    Reg2 ireg2(.clk(clk), .rst(rst), .d(d2), .q(q2));
    always@(q4) begin
        case(q4)
            4'h0: display0 = 8'h02;
            4'h1: display0 = 8'h9e;
            4'h2: display0 = 8'h24;
            4'h3: display0 = 8'h0c;
            4'h4: display0 = 8'h98;
            4'h5: display0 = 8'h48;
            4'h6: display0 = 8'h40;
            4'h7: display0 = 8'h1e;
            4'h8: display0 = 8'h00;
            4'h9: display0 = 8'h08;
            default: display0 = 8'hff;
        endcase
     end
     always@(q2) begin
        case(q2)
            2'b00: display1 = 8'h03;
            2'b01: display1 = 8'h9f;
            2'b10: display1 = 8'h25;
            default: display1 = 8'hff;
        endcase
     end
endmodule
module Logic59(add, second, modify, cout, display0, display1, clk, rst);
    input clk, rst;
    input add, second;
    input modify;
    output cout;
    output reg [7:0] display0, display1;
    wire [3:0] sum4, d4, q4;
    wire cin4, cout4;
    wire [2:0] sum3, d3, q3; 
    wire cout3;
    assign cin4 = (modify & add) | (second & ~modify);
    assign cout4 = (sum4 == 4'ha) ? 1'b1 : 1'b0;
    assign d4 = cout4 ? 4'h0 : sum4;
    CLA4 icla4(.sum(sum4), .cout(), .cin(cin4), .a(q4), .b(4'h0));
    Reg4 ireg4(.clk(clk), .rst(rst), .d(d4), .q(q4));
    assign cout3 = (sum3 == 3'b110) ? 1'b1 : 1'b0;
    assign d3 = cout3 ? 3'b000 : sum3;
    CLA3 icla3(.sum(sum3), .cout(), .cin(cout4), .a(q3), .b(3'b000));
    Reg3 ireg3(.clk(clk), .rst(rst), .d(d3), .q(q3));
    always@(q4) begin
        case(q4)
            4'h0: display0 = 8'h03;
            4'h1: display0 = 8'h9f;
            4'h2: display0 = 8'h25;
            4'h3: display0 = 8'h0d;
            4'h4: display0 = 8'h99;
            4'h5: display0 = 8'h49;
            4'h6: display0 = 8'h41;
            4'h7: display0 = 8'h1f;
            4'h8: display0 = 8'h01;
            4'h9: display0 = 8'h09;
            default: display0 = 8'hff;
        endcase
     end
     always@(q3) begin
        case(q3)
            3'b000: display1 = 8'h03;
            3'b001: display1 = 8'h9f;
            3'b010: display1 = 8'h25;
            3'b011: display1 = 8'h0d;
            3'b100: display1 = 8'h99;
            3'b101: display1 = 8'h49;
            default: display1 = 8'hff;
        endcase
     end
    assign cout = cout3 & ~modify;
endmodule
module Mode(clk, rst, curr, change);
    input clk, rst, change;
    output curr;
    wire d;
    assign d = change ? ~curr : curr;
    D_FF ins (.clk(clk), .rst(rst), .d(d), .q(curr));
endmodule
module RCA2(sum, cout, cin, a, b);
    input cin;
    input [1:0] a, b;
    output cout;
    output [1:0] sum;
    wire [1:0] carry;
    RCA1 iRCA[1:0](.sum(sum), .cout(carry), .cin({carry[0], cin}), .a(a), .b(b));
    assign cout = carry[1];
endmodule
module RCA1(sum, cout, cin, a, b);
    input cin, a, b;
    output cout, sum;
    assign sum = a ^ b ^ cin;
    assign cout = (a & b) | ((a ^ b) & cin);
endmodule
module Reg2(clk, rst, d, q);
    input clk, rst;
    input [1:0] d;
    output [1:0] q;
    D_FF ins [1:0](.clk(clk), .rst(rst), .d(d), .q(q));
endmodule
module Reg3(clk, rst, d, q);
    input clk, rst;
    input [2:0] d;
    output [2:0] q;
    D_FF ins [2:0](.clk(clk), .rst(rst), .d(d), .q(q));
endmodule
module Reg4(clk, rst, d, q);
    input clk, rst;
    input [3:0] d;
    output [3:0] q;
    D_FF ins [3:0](.clk(clk), .rst(rst), .d(d), .q(q));
endmodule
```
`flow/run.sh`:
```
#!/bin/bash
# OpenROAD 26Q1-2900-gdf79404cd8, Yosys 0.63+post, stock flow scripts
make -C /OpenROAD-flow-scripts/flow DESIGN_CONFIG=/design/flow/config.mk WORK_HOME=/design/flow/orfs finish
```
`flow/config.mk`:
```
export PLATFORM = sky130hd
export DESIGN_NAME = Clocks_top
export DESIGN_NICKNAME = Clocks_top
export VERILOG_FILES = /design/flow/design.v
export SDC_FILE = /design/flow/constraint.sdc
export NUM_CORES = 4
export LEC_CHECK = 1
export CORE_UTILIZATION = 30
```
`flow/constraint.sdc`:
```
current_design Clocks_top

set clk_period 5.9
set clk_io_pct 0.2

create_clock -name clk0 -period $clk_period [get_ports {clk}]

set non_clock_inputs [all_inputs -no_clocks]
set_input_delay [expr $clk_period * $clk_io_pct] -clock clk0 $non_clock_inputs
set_output_delay [expr $clk_period * $clk_io_pct] -clock clk0 [all_outputs]
```
==> Changelog: implementation <==
### Metrics

* CTS tree: yes
* Initial antenna violation count at 0
* Slew of the pin with the lowest slew margin at 0.784 ns
* Status: complete, no violations
* Yosys stat area at 14100 sq um
* Total vias in the final route at 11.1k
* Critical Path Start Type: flop
* Core Box Area at 45800 sq um
* Setup Crit Path Kind: flop to flop
* Initial DRC Count at 737
* Hold Vio Cnt, Final at 0
* Drt pass-1 iters at 5
* Final worst clock skew at 0.0142 ns
* Synth cell types at 80
* DR DRC count at 0
* First-pass GRT wire length at 48600 um
* Final worst path period need at 5.65 ns
* Ant diodes at 0
* Post-Synthesis Cells at 1658
* Critical path peak fanout at 7
* Largest delay share family, worst path: simple AND/OR/NAND/NOR gates
* Post-route cell area at 15800 sq um
* Power per cell area at 216 nW/um^2
* Post-DRT Antenna Nets at 0
* CP max stage delay at 0.41 ns
* Grt ovf at 0
* CTS root buffer: clkbuf_16
* Vias in the first global route at 10.3k
* Initial Utilization at 0.307
* Yosys warnings at 7
* CP dominant cell by count: ha_1
* I/O pins at 14
* Max Slew Vio Count at 0
* HPWL after DPL at 19600 um
* Layout cell share with drive strength beyond 1 at 0.0711
* Total cells reported by yosys after synthesis at 1658
* Peak supply drop at 173 uV
* Number of buffers and inverters on the critical path at 1
* Final wirelength at 28400 um
* Worst min-delay path class: flop to flop
* Setup TNS Final at 0 ns
* CP arrival at 6.08 ns
* Max transition margin at 0.475
* Total global-route track usage at 0.123
* CP Capture Type: flop
* LEAKAGE at 6.16 nW
* Mapped Area at 14100 sq um
* Chip width at 218 um
* Port bufs at 12
* DR vias/cell at 4.92
* Clk buf depth at 3
* Max Cap Viol at 0
* Largest net degree at the start of global routing at 59
* Slowest-stage cell, CP: or3_4
* Num CTS Buffers at 27
* #FFs+latches synth at 237
* Clk ins delay skew pair at 0.55 ns
* Die Y-Extent at 218 um
* Synthesized area per cell at 8.48 sq um
* Tcrit/Tclk final at 0.957
* FP Rows at 78
* Crit path required time at 6.34 ns
* Sequential area share after synthesis at 0.384
* DIE AREA at 47700 sq um
* Post-synth EDFFs at 0
* RD Place Congestion at 0.905
* Post-synth ARST share at 0.544
* Tool warnings at 75
* Routed wire per std cell at 12.6 um
* Layout area overhead at 12.3%
* Most numerous logic cells after layout: 258 x nor2_1, 129 x dfrtp_1, 124 x nand2_1
* Top_reg_cell synth: dfrtp_1
* Clock H-tree levels at 1
* DP Area at 14700 sq um
* Most instantiated logic cell after routing: nor2_1
* Worst-path clk slew at 0.06 ns
* Setup violators final at 0
* CTS sink count at 237
* Max Clk Rate at 177 MHz
-- stage by stage --
| step | util | std cells | setup slack, ns | power, W | hold slack (ns) |
|---|---|---|---|---|---|
| 4_1_cts | 0.341 | 2255 | 0.0180 | 0.00347 | 0.437 |
| 3_3_place_gp | 0.322 | 2205 | 0.0833 | 0.00182 | 0.425 |
| 5_1_grt | 0.345 | 2259 | -0.0223 | 0.00355 | 0.450 |
| 2_1_floorplan | - | 1658 | 0.0658 | 0.00177 | 0.413 |
| 6_report | 0.345 | 2259 | 0.252 | 0.00341 | 0.435 |
| 3_5_place_dp | 0.322 | 2205 | -0.0514 | 0.00182 | 0.425 |
-- final cells by class --
| type | count | area (sq um) |
|---|---|---|
| clock inverter | 11 | 88.8 |
| tap | 600 | 751 |
| inverter | 63 | 236 |
| timing repair buffer | 30 | 256 |
| fill | 4442 | 30000 |
| clock buffer | 39 | 771 |
| multi-input combinational | 1279 | 8290 |
| sequential | 237 | 5390 |
-- flip-flops by register name (all words and copies together) (netlist names), 3 cells and up, named ones only --
name,flops
iclock0.i24.ireg4.ins.q,4
iclock1.idisplay.count,16
isyn1.cnt_20ms,20
iclock0.idisplay.count,16
iclock0.i590.ireg3.ins.q,3
iclock1.i590.ireg3.ins.q,3
isyn3.cnt_20ms,20
iclock0.i591.ireg4.ins.q,4
iclock1.i591.ireg3.ins.q,3
iclock1.i591.ireg4.ins.q,4
isyn2.cnt_20ms,20
iclock0.iF1Hz.counter,26
iclock0.i591.ireg3.ins.q,3
iclock0.idisplay.sel,3
iclock1.idisplay.sel,3
iclock1.i24.ireg4.ins.q,4
iclock1.i590.ireg4.ins.q,4
iclock0.i590.ireg4.ins.q,4
iclock1.ichip.cnt_bit,4
isyn0.cnt_20ms,20
iclock0.ichip.cnt_bit,4
iclock1.iF1Hz.counter,26
-- synthesized netlist by cell type (all sizes together) (39+ instances only) --
| cell | number | share of area |
|---|---|---|
| nor2 | 261 | 0.070 |
| dfrtp | 129 | 0.23 |
| nand2 | 124 | 0.033 |
| dfxtp | 108 | 0.15 |
| xor2 | 97 | 0.060 |
| nand3 | 88 | 0.031 |
| a21oi | 85 | 0.030 |
| ha | 84 | 0.075 |
| clkbuf | 71 | 0.019 |
| xnor2 | 66 | 0.041 |
| inv | 60 | 0.016 |
| o21ai | 60 | 0.021 |
| nand4 | 41 | 0.018 |
| nor3 | 39 | 0.015 |
-- repair_timing --
item | in CTS | in global routing
gates resized | 2 | 26
setup buffers | 0 | 4
pin swaps | 0 | 3
hold buffers | 0 | 0
setup endpoints to repair | 2 | 4
-- path summary, 6_finish.rpt --
| kind | from | to | slack (ns) | cells past startpoint |
|---|---|---|---|---|
| setup / recovery | flop | iclock1.i24.ireg2.ins[0].q | 0.25 | 26 |
| hold / removal | isyn0.key_syn | imode.ins.q | 0.43 | 1 |
| setup reg to reg | flop | iclock1.i24.ireg2.ins[0].q | 0.25 | 26 |
| hold reg to reg | isyn0.key_syn | imode.ins.q | 0.43 | 1 |
| min in group asynchronous | rst | isyn0.cnt_20ms[1] | 0.55 | 1 |
| max in group asynchronous | rst | isyn1.cnt_20ms[5] | 3.65 | 3 |
-- cells by family (layout without fill, tap and decap cells) --
family / Yosys count / in the layout / share of synthesized area
other: 1 / 1 / 0.000267
DFF: 237 / 237 / 0.384
xor gates and xnor gates: 163 / 163 / 0.102
and+or+nand+nor: 749 / 749 / 0.264
adders and majority gates: 84 / 84 / 0.0748
muxes: 31 / 31 / 0.0246
buffers and inverters: 142 / 143 / 0.0385
AOI/OAI and AO/OA: 251 / 251 / 0.113
-- metal layers --
layer,wire [um],global-route usage,part of all wire,up-vias
met5,0,0,0,-
met4,541,0.0219,0.019,0
met3,1160,0.0193,0.041,34
met2,12100,0.185,0.43,173
met1,14600,0.189,0.51,5167
li1,-,-,-,5732
-- where the power goes --
group	internal, W	switching, W
Sequential	0.00164	0.0000232
Clock	0.000949	0.000673
Combinational	0.0000485	0.0000776
Total	0.00263	0.000773
Power figures rest on the tool's default switching activity, not on a simulated workload.
